==> /design/flow/design.v <==
module counter_cycle(
    input wire clk,              
    input wire [31:0] cycles,       
    output reg carry_out         
);
 reg [31:0] count;            
 always @(posedge clk)
	begin
		if (count < cycles)
			begin
				count <= count + 32'b1;
				carry_out <= 1'b0;
		end else begin
			count <= 32'b0;       
			carry_out <= 1'b1;   
		end
	end
endmodule
==> /design/flow/run.sh <==
#!/bin/bash
# OpenROAD 26Q1-2900-gdf79404cd8, Yosys 0.63+post, stock flow scripts
make -C /OpenROAD-flow-scripts/flow DESIGN_CONFIG=/design/flow/config.mk WORK_HOME=/design/flow/orfs finish
==> /design/flow/config.mk <==
export PLATFORM = sky130hd
export DESIGN_NAME = counter_cycle
export DESIGN_NICKNAME = counter_cycle
export VERILOG_FILES = /design/flow/design.v
export SDC_FILE = /design/flow/constraint.sdc
export NUM_CORES = 4
export LEC_CHECK = 1
export CORE_UTILIZATION = 30
==> /design/flow/constraint.sdc <==
current_design counter_cycle

set clk_period 6.1
set clk_io_pct 0.2

create_clock -name clk0 -period $clk_period [get_ports {clk}]

set non_clock_inputs [all_inputs -no_clocks]
set_input_delay [expr $clk_period * $clk_io_pct] -clock clk0 $non_clock_inputs
set_output_delay [expr $clk_period * $clk_io_pct] -clock clk0 [all_outputs]
==> notes.md <==
Synthesis and PnR results.

- The initial antenna violation count is 0.
- The site row count reads 32.
- The largest fanout on the critical path is 20.
- The post-synth register bit count is 33.
- The smallest clock period supported by the final layout is computed as 3.36 ns.
- For this block, the initial DRC count from the detailed router was between 50 and 60.
- The final sum of negative setup slack reads 0 ns.
- The number of buffers added to fix hold violations after cts is 0.
- The total setup violations reported at the end of the flow is 0.
- The main kind of combinational logic by area is simple AND/OR/NAND/NOR gates.
- The worst-case setup margin in the final layout is approximately 2.7 ns.
- Endpoints failing hold in the final report were tallied at 0.
- Tracing the worst setup path back leads to its startpoint at cycles[15].
- The pin count of the biggest net entering global routing is 34.
- The count of unique library cells instantiated by Yosys is 36.
- The worst-case headroom to the max-slew limit is between 60% and 70%.
- By instance count, the cell type seen most on the critical path is sky130_fd_sc_hd__nor3_1.
- The pre-CTS setup check shows a worst slack of roughly 2.4 ns.
- The run finished with clean final reports.
- The script computed a power per unit cell area of 260 nW/um2.
- The xor/xnor share of the synthesized area reads 10.9%.
- The routed via count reads around 1,900.
- Per the power-grid run, VDD falls by no more than approximately 0.00012 V.
- For reference, the clock transition at the flip-flops on the worst setup and hold paths is ~0.070 ns.
- The total grt overflow is 0.
- The area of the placeable core is approximately 7800 um2.
- The clock net sink count reads 33.
- The fraction of final layout cells sized beyond drive strength 1 reads 12.5%.
- The launch point of the worst min-delay path is recorded as count[0].
- The most common cell after layout, fill and taps aside is sky130_fd_sc_hd__inv_1.
- The cell count after placement reads ~400.
- The library cells used most frequently in the layout, excluding fill and tap cells, are sky130_fd_sc_hd__inv_1 (34), sky130_fd_sc_hd__dfxtp_1 (33), sky130_fd_sc_hd__clkdlybuf4s50_1 (33).
- Summing every instance area after synthesis gives ~2400 um2.
- The first-pass detailed-route iteration total is 4.
- The final routed wire length divided by cell count reads approximately 11 um.
- The fmax is 298 MHz.
- CTS added clock buffers totalling 5.
- Once layout is complete, the cells apart from fillers number between 400 and 500.
- The longest individual stage delay on the worst path is 0.46 ns.
- Per the detail_route report, vias per standard cell equal ~4.6.
- The cell with the largest stage delay on the worst path reads sky130_fd_sc_hd__clkdlybuf4s50_1.
- The clock reaches the later pin of the worst-skew pair after 0.28 ns.
- STA puts the critical path data required time at between 6 and 7 ns.
- Clock skew on the completed layout was measured at 0.00337 ns.
- The maximum root-to-sink buffer count is 2.
- The cell leakage power reads 1.35 nW.
- The share of cell area taken by muxes after synthesis reads 0%.
- The reg-to-reg critical path startpoint reads count[13].
- Clock tree synthesis selected as its root buffer the cell sky130_fd_sc_hd__clkbuf_8.
- The wire-length estimate of the detail-placed layout is ~3500 um.
- The final antenna diode tally reported by the flow is 0.
- The final clock period utilization by the worst path reads 55.0%.
- The post-route DRC violation count reads 0.
- The number of warnings reported in the stage logs is 25.
- The number of antenna-violating nets in the routed design reads 0.
- The number of pins exceeding their max-slew limit in the final report reads 0.
- The global routing report lists combined usage of all routing layers as a little under an eighth.
- In the floorplan report the effective utilization is 31.0%.
- Logic depth along the worst register-to-register path is recorded as 7.
- The via count of the first global-routing pass is about 1,700.
- Per the post-synthesis report, the number of cells in the design is about 270.
- The total non-filler cell area in the finished layout reads between 2000 and 3000 um2.
- The data arrival at the endpoint of the critical path reads ~3.5 ns.
- Post-CTS repair ended up resizing 0 cells.
- The sequential fraction of the synthesis area reads a little over a quarter.
- Wires add up to 4620 um.
- The number of cells on the worst hold path is 1.
- The total cell area at the placement stage reads 2820 um2.
- Setup repair after global routing left no endpoint under its margin.
- Of the total synthesized cell area, the portion taken by AND, OR, NAND and NOR gates is 29.2%.
- For reference, full adder, half adder and majority cells occupy between 15 and 20% of the area reported after synthesis.
- The pin closest to its max-slew limit shows a slew of ~0.45 ns.
- The reported max-cap violation count is 0.
- The sort of element at the end of the critical path reads a register.
- The first-pass GRT wire length reads approximately 7900 um.
- According to the I/O placement log, the pin count is 34.
- The die is slightly above 90 um wide.
- The post-route core utilization reads a little under two fifths.
- According to the hold report, the worst path is of the register to register type.
- According to the floorplan report, the die height is 91.7 um.
- Per the Yosys statistics, synthesis produced between 200 and 300 cells.
- TritonCTS built the clock tree.
- The worst setup path is of the primary input to register kind.
- The post-synthesis chip area from yosys is approximately 2400 um2.
- The category of the worst setup path launch point is a primary input.
- The number of fillers in the final layout reads between 700 and 800.
- The yosys synthesis warning count is 1.
- Per STA, the worst path is made up of clkdlybuf4s50_1, inv_1, ha_1, nand4_1, nor3_1, o2111ai_2, a31oi_4, buf_4, nor3_1.
- The global placer's final weighted congestion reads between 0.7 and 0.8.
- The synthesized-area fraction occupied by ao, oa, aoi and oai cells reads approximately 7.9%.
- The count of buffers added on input and output ports is 33.
- Looking at the clock tree report, the H-tree level count equals 2.
- The die footprint reads approximately 8400 um2.
- The buffer count from post-CTS setup fixing is 0.
- The post-synthesis to final-layout area growth is 21.9%.
- Averaged over all synthesized cells, the footprint is between 8 and 9 um2.
-- path summary, 6_finish.rpt --
check              end  slack, ns
max          count[12]       2.74
max reg2reg  count[12]       3.76
min           count[0]       0.47
min reg2reg   count[0]       0.47
-- logic make-up after synthesis --
group / after synthesis
and+or+nand+nor: 104
buffers and inverters: 45
DFF: 33
adders and majority gates: 32
xor gates and xnor gates: 30
AOI/OAI and AO/OA: 29
-- cell usage after synthesis (all sizes together) --
| cell | n | share of area, % |
|---|---|---|
| or2 | 2 | 0.52 |
| buf | 8 | 2.2 |
| nor4 | 2 | 1.8 |
| nor3b | 1 | 0.31 |
| xor2 | 17 | 6.2 |
| o21a | 1 | 0.31 |
| a31oi | 1 | 0.88 |
| o2111ai | 1 | 0.62 |
| nand2 | 18 | 2.8 |
| xnor2 | 13 | 4.7 |
| nand4 | 13 | 4.9 |
| inv | 34 | 5.3 |
| dfxtp | 33 | 27 |
| o21bai | 1 | 0.31 |
| nand2b | 2 | 0.52 |
| o21ai | 7 | 1.5 |
| a21oi | 14 | 2.9 |
| ha | 32 | 17 |
| and3 | 5 | 1.3 |
| a2111o | 1 | 0.47 |
| a21o | 2 | 0.62 |
| nor2 | 5 | 0.78 |
| and4 | 4 | 1.5 |
| clkbuf | 3 | 0.47 |
| nand3 | 10 | 2.1 |
| and2 | 2 | 0.52 |
| nor3 | 40 | 12 |
| a211oi | 1 | 0.31 |
-- layer usage --
layer  GRT usage [%]  wire, um
met5               0         0
met4            1.06        53
met3            2.62       186
met2            18.7      2020
met1            17.0      2360
-- report_power, final --
part	total (mW)	switching (mW)	internal (mW)
Sequential	0.325	0.0591	0.266
Clock	0.212	0.0791	0.133
Combinational	0.226	0.113	0.113
Total	0.763	0.252	0.512
-- layout make-up --
cell class / count / area, um2 / share of cell area [%]
multi-input combinational: 195 / 1560 / 53.1
sequential: 33 / 661 / 22.5
timing repair buffer: 35 / 345 / 11.7
inverter: 34 / 128 / 4.34
tap: 102 / 128 / 4.34
clock buffer: 7 / 86.3 / 2.94
clock inverter: 1 / 30.0 / 1.02
-- flip-flops by register name (all words and copies together) (netlist names) --
signal     flops
count         32
carry_out      1
-- worst max-delay path: cells and delay by family --
kind / cells / cell delay (ns)
AND-OR/OR-AND: 2 / 0.59
adder cells (fa/ha/maj): 1 / 0.30
AND/OR/NAND/NOR: 3 / 0.52
buffers and inverters: 3 / 0.88
-- through the flow --
stage | hold slack (ns) | power (mW)
after floorplan | 0.438 | 0.485
after global placement | 0.470 | 0.552
after detailed placement | 0.479 | 0.558
after CTS | 0.486 | 0.774
after global routing | 0.513 | 0.821
final | 0.475 | 0.763
No activity file was given, so power comes from the tool's default toggle rates.
