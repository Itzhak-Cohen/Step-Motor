**config.mk**
```make
export PLATFORM = sky130hd
export DESIGN_NAME = freq_divider
export DESIGN_NICKNAME = freq_divider
export VERILOG_FILES = /design/flow/design.v
export SDC_FILE = /design/flow/constraint.sdc
export NUM_CORES = 4
export LEC_CHECK = 1
export CORE_AREA = 10 10 70 70
export DIE_AREA = 0 0 80 80
```
**constraint.sdc**
```tcl
current_design freq_divider

set clk_period 1.5
set clk_io_pct 0.2

create_clock -name clk0 -period $clk_period

set non_clock_inputs [all_inputs -no_clocks]
set_input_delay [expr $clk_period * $clk_io_pct] -clock clk0 $non_clock_inputs
set_output_delay [expr $clk_period * $clk_io_pct] -clock clk0 [all_outputs]
```
**design.v**
```verilog
module freq_divider(
	input wire [2:0] speed_in,    	 
	output reg [31:0] cycles     	 
);
always @(*)
	begin
		case (speed_in)
			3'b000: cycles = 0;
			3'b001: cycles = 750000;    
			3'b010: cycles = 375000;    
			3'b011: cycles = 250000;    
			3'b100: cycles = 187500;   
			3'b101: cycles = 150000;   
			3'b110: cycles = 125000;   
			default: cycles = 750000;        
		endcase
	end
endmodule
```
**run.sh**
```bash
#!/bin/bash
# OpenROAD 26Q1-2900-gdf79404cd8, Yosys 0.63+post, stock flow scripts
make -C /OpenROAD-flow-scripts/flow DESIGN_CONFIG=/design/flow/config.mk WORK_HOME=/design/flow/orfs finish
```
==> run summary <==
Flip-flops = 0
Yosys warning count = 1
Vertical die size = 80 microns
Max Freq = 683 MHz
Hold Violations, Final = 0
CP startpoint kind = input port
Total wire length = 908 microns
Die area = 0.00640 sq mm
Critical path class = in -> out
CP Max Fanout = 8
Core Box Area = 0.00342 sq mm
Met2 GRT Util = 4.98%
Cell count after synthesis = 42
Largest stage delay, worst path = 0.46 ns
First-pass GRT wire length = 1.42 mm
Critical Path RT = 1.20 ns
CP Buf/Inv Count = 2
Max-cap violations = 0
Leak pwr = 0.000255 uW
Routability cong. = 0.662
RSZ-0062 raised after global routing = true
Die width = 80 microns
DR vias/cell = 2.44
Log Warnings = 33
CP Capture Type = output port
I/O Buffers = 20
Cell family with most CP delay = buffers and inverters
Initial Utilization = 8.35%
Crit path from = speed_in[2]
Grt met3 use = 0.455%
Largest net degree at the start of global routing = 10
GRT Overall Usage = 2.54%
Routed wire per std cell = 8.49 microns
Post-route minimum period = 1.46 ns
Hold_ws = 1.02 ns
Outcome = finished, final reports clean
Grt peak-use layer = met2
Worst path cell trace = buf_8 -> nand2b_4 -> and3_1 -> clkdlybuf4s50_1
Placement Rows = 21
Top Layout Cells = 15 x conb_1, 12 x clkdlybuf4s50_1, 5 x buf_4
Io pins = 35
Yosys Instances = 42
Met1 Use GR = 2.90%
Max Slew Vio Count = 0
Synthesis area per yosys = 285 sq um
Detailed router's first-iteration violation count = 7
Post-route DRC = 0
Total power = 120 uW
# clk buffers = 0
Crit-path slowest cell = clkdlybuf4s50_1
Vias in the first global route = 314
Sequential cell area = 0 sq um
Worst Path Arrival = 1.16 ns
PD cells = 230 mW/mm^2
1st-pass router iterations = 2
Antenna violations before repair = 0
Mean Syn Cell Area = 6.79 sq um
Hold_sp = speed_in[2]
Setup Buffers After CTS = 0
Cycle use final = 97.5%
Antenna diode count = 0
Share of layout cells above drive strength 1 = 26.2%
Seq share, synth = 0%
CTS hold repair buffers = 0
Via count = 261
Layout area overhead = 83.3%
Overflow after GRT = 0
Setup tns final = 0 ns
Worst hold path type = in -> out
Peak VDD IR = 32.8 uV
Final setup violation count = 0
Most numerous logic cell after layout = conb_1
Distinct lib cells = 16
DRT antenna net count = 0
Post-Syn Area = 285 sq um
Dpl hpwl = 824 microns
## repair_timing
action | in CTS | in global routing
endpoints found under the setup margin | 17 | 6
gates resized | 28 | 4
pin swaps | 2 | 1
## report_power, final
group / total [uW] / internal, uW / switching, uW
combinational: 120 / 83.2 / 37.1
clock: 0 / 0 / 0
sequential: 0 / 0 / 0
total: 120 / 83.2 / 37.1
## worst paths after layout
| path | to | slack, ns | cells after the start |
|---|---|---|---|
| worst max-delay path | cycles[19] | 0.04 | 4 |
| worst min-delay path | cycles[14] | 1.02 | 4 |
## final cells by class
type	instances	area [sq um]
repair buffers	25	243
fillers	388	2890
inverters	1	3.75
well taps	46	57.6
multi-input cells	35	219
## per-layer routing
metal  up-vias  wire, microns
li1        135              -
met1       108            363
met2        18            454
met3         0             90
met4         0              0
met5         -              0
## cells by family after synthesis
kind of cell / synth area share, %
compound gates: 1.75
xor+xnor: 6.14
fa+ha+maj: 3.51
buf+inv: 54.4
mux: 5.26
other cells: 1.31
simple gates: 27.6
## through the flow
stage          instance area [sq um]  util, %  instances  worst slack (ns)
3_5_place_dp                     482     14.1        107            -0.603
4_1_cts                          505     14.8        107          0.000556
5_1_grt                          523     15.3        107           -0.0280
2_1_floorplan                    338        -         56             0.381
3_3_place_gp                     482     14.1        107            -0.597
6_report                         523     15.3        107            0.0369
## synth_stat cells, drive strengths merged
library cell   n  share of area, %
buf           20                53
nand2b         6                13
nor2           4               5.3
nand2          2               2.6
and2           1               2.2
and3           1               2.2
conb           1               1.3
inv            1               1.3
maj3           1               3.5
mux2           1               5.3
o21ai          1               1.8
or2            1               2.2
xnor2          1               3.1
xor2           1               3.1
Power and IR drop assume default switching activity.
