### ./design.v
module counter_quarter(
    start_count,
    end_count,
    enable,
    clk,
    resetb,
    en_counter_check,         
    enable_check,             
    prev_enable_check,        
    counter_check             
);
input wire start_count;
input wire enable;
input wire clk;
input wire resetb;
output wire end_count;
reg [6:0] counter;   
reg [6:0] prev_counter;  
reg en_counter;
reg prev_enable;   
reg prev_start_count;  
wire end_count_internal;
parameter TIME_TO_COUNT = 7'd100;
assign end_count_internal = (counter >= TIME_TO_COUNT);
output wire en_counter_check;
output wire enable_check;
output wire prev_enable_check;
output wire [6:0] counter_check;
assign en_counter_check = en_counter;
assign enable_check = enable;
assign prev_enable_check = prev_enable;
assign counter_check = counter;
always @(posedge clk or negedge resetb)
    begin
        if (~resetb)
            begin
                en_counter <= 1'b0;
            end
        else
            begin
                if (start_count && ~prev_start_count)
                    begin
                        en_counter <= 1'b1;
                    end
                else if (end_count_internal)
                    begin
                        en_counter <= 1'b0;
                    end
                else
                    begin
                        en_counter <= en_counter;
                    end
            end
    end
always @(posedge clk or negedge resetb)
    begin
        if (~resetb)
            begin
                counter <= 7'd0;
            end
        else 
            begin
                if (en_counter && enable)   
                    begin
                        if (counter < TIME_TO_COUNT)
                            begin
                                counter <= counter + 7'd1;
                            end
                    end
                else if (end_count_internal && enable)   
                    begin
                        counter <= 7'd0;
                    end
            end
    end
always @(posedge clk or negedge resetb)
    begin
        if (~resetb)
            begin
					prev_counter <= 7'd0;
					prev_start_count <= 1'b0;
					prev_enable <= 1'b0;
            end
        else
            begin
					prev_start_count <= start_count;
					prev_enable <= enable;
					prev_counter <= counter;
            end
    end
 assign end_count = end_count_internal;
endmodule  
module freq_sm(
    input en,            
    input clk,
    input step_size,     
    input dir,           
    input on_switch,
    input quarter,       
    input resetb,
    output reg [3:0] motor,
	 output wire en_counter_check,  	 
	 output wire enable_check,			 
	 output wire prev_enable_check,	 
	 output wire [6:0] counter_check,			 
	 output wire count_ended_check 	 
);
parameter first = 4'b0001,
    second = 4'b0011,
    third = 4'b0010,
    fourth = 4'b0110,
    fifth = 4'b0100,
    sixth = 4'b1100,
    seventh = 4'b1000,
    eighth = 4'b1001;
reg [3:0] cs, ns;
reg prev_en;   
reg restep;    
wire count_ended;   
reg quarter_clicked;
reg quarter_on;
counter_quarter counter_quarter_inst
(
    .start_count(quarter_clicked),   
    .end_count(count_ended),         
    .enable(en),                     
    .clk(clk),                       
    .resetb(resetb),                 
	 .en_counter_check(en_counter_check),		 
	.enable_check(enable_check) ,				 
	.prev_enable_check(prev_enable_check), 	 
	.counter_check(counter_check) 	 
);
always @(posedge clk or negedge resetb)
    begin
        if (~resetb)
            begin
                quarter_on <= 1'b0;
            end
        else if (count_ended)    
            begin
                quarter_on <= 1'b0;
            end
        else if (quarter_clicked)
            begin
                quarter_on <= 1'b1;
            end
        else
            begin
                quarter_on <= 1'b0;
            end
    end
always @(posedge clk or negedge resetb)
    begin
        if (~resetb)
            begin
                quarter_clicked <= 1'b0;
            end
        else if (count_ended)
            begin
                quarter_clicked <= 1'b0;
            end
        else if (~quarter)
            begin
                quarter_clicked <= 1'b1;
            end
        else
            begin
                quarter_clicked <= quarter_clicked;
            end
    end
assign motor_on = on_switch || quarter_on;
assign count_ended_check = count_ended;
always @(posedge clk or negedge resetb)
	begin
		if (~resetb)
			begin
				 prev_en <= 1'b0;
			end
		else
			prev_en <= en;  
	end
always @(posedge clk or negedge resetb)
    begin
        if (~resetb)
            begin
                cs <= 4'b0000;
                restep <= 1'b0;
            end
        else if (motor_on == 1'b1)   
            begin
                if (step_size == 1'b0)  
                    begin
                        if (en && !prev_en)  
                            cs <= ns;
                    end
                else if (step_size == 1'b1)  
                    begin
                        if (restep == 1'b0)  
                            begin
                                if (en && !prev_en)  
                                    begin
													 cs <= cs;
													 restep <= 1'b1;
                                    end
                            end
                        else  
                            begin
                                if (en && !prev_en)  
                                    begin
                                        cs <= ns;
                                        restep <= 1'b0;
                                    end
                            end
                    end
            end     
        else   
            begin
					cs <= cs;  
            end
    end
always @(cs or dir or step_size or restep)
    begin
        if (dir == 1'b1)   
            begin
                if (step_size == 1'b0)  
                    begin
                        case(cs)
                            first:    ns = second;
                            second:   ns = third;
                            third:    ns = fourth;
                            fourth:   ns = fifth;
                            fifth:    ns = sixth;
                            sixth:    ns = seventh;
                            seventh:  ns = eighth;
                            eighth:   ns = first;
                            default:  ns = first; 
                        endcase  
                    end 
                else  
                    begin
                        case(cs)
                            first:    ns = third;
                            third:    ns = fifth;
                            fifth:    ns = seventh;
                            seventh:  ns = first;
                            default:  ns = first; 
                        endcase  
                    end  
            end   
        else  
            begin
                if (step_size == 1'b0)  
                    begin
                        case(cs)
                            first:    ns = eighth;
                            eighth:   ns = seventh;
                            seventh:  ns = sixth;
                            sixth:    ns = fifth;
                            fifth:    ns = fourth;
                            fourth:   ns = third;
                            third:    ns = second;
                            second:   ns = first;
                            default:  ns = first; 
                        endcase  
                    end 
                else  
                    begin
                        case(cs)
                            first:    ns = seventh;
                            seventh:  ns = fifth;
                            fifth:    ns = third;
                            third:    ns = first;
                            default:  ns = first; 
                        endcase  
                    end  
            end   
    end  
always @(cs)
    begin
        motor = cs;
    end
endmodule
### ./run.sh
#!/bin/bash
# OpenROAD 26Q1-2900-gdf79404cd8, Yosys 0.63+post, stock flow scripts
make -C /OpenROAD-flow-scripts/flow DESIGN_CONFIG=/design/flow/config.mk WORK_HOME=/design/flow/orfs finish
### ./config.mk
export PLATFORM = sky130hd
export DESIGN_NAME = freq_sm
export DESIGN_NICKNAME = freq_sm
export VERILOG_FILES = /design/flow/design.v
export SDC_FILE = /design/flow/constraint.sdc
export NUM_CORES = 4
export LEC_CHECK = 1
export CORE_AREA = 10 10 92 92
export DIE_AREA = 0 0 102 102
### ./constraint.sdc
current_design freq_sm

set clk_period 2.7
set clk_io_pct 0.2

create_clock -name clk0 -period $clk_period [get_ports {clk}]

set non_clock_inputs [all_inputs -no_clocks]
set_input_delay [expr $clk_period * $clk_io_pct] -clock clk0 $non_clock_inputs
set_output_delay [expr $clk_period * $clk_io_pct] -clock clk0 [all_outputs]
==> git commit body <==
Refresh implementation metrics

- Of all nets on the critical path, the largest fanout is 10.
- Stage-log warning count: 27
- For this run, the number of Yosys warnings is 3.
- The final max-slew violation count recorded for this run is 0.
- After routing, the total negative slack on setup checks comes to 0 ns.
* Resized cells post-CTS: 0
- Instance area at placement: 1280 sq um
- Cell accounting for the most synthesized area: sky130_fd_sc_hd__dfrtp_1
* Routed WL: 2.43 mm
* Die width: 102 um
- Height of the chip: 102 um
- Setup violations remaining at the end of the flow were counted as 0.
- Count of nets left with antenna violations after detail routing: 0
- Count of maximum capacitance violations: 0
- TritonRoute reported its final design rule violation total as 0.
- The timing report gives the biggest stage delay along the critical path as 0.49 ns.
- Setup repair after global routing missed its margin: no
- The initial antenna violation count was 0.
- The cell sitting at the root of the clock tree is a sky130_fd_sc_hd__clkbuf_8.
* Hold Violations, Final: 0
- The gate-level netlist out of Yosys references 43 unique cell types.
* Post-cts hold buffer count: 0
- Synthesized area per cell: 9.43 sq um
- Cell internal power was estimated by the tool at 0.681 mW.
- GRT overflow: 0
* Number of antenna repair diodes: 0
- In this run the tightest slew margin relative to its limit is 0.461.
- Once detailed placement completed, the half-perimeter wirelength came to 1.83 mm.
- Dividing the detail-routed wire length by the instance count gives 12.0 um.
- Power per cell area: 791 nW/um^2
* Sequential share of power: 0.458
* FP Util: 0.158
- Among all flip-flop cells after synthesis, the most frequent one is sky130_fd_sc_hd__dfrtp_1.
- The buffer_ports step reported a buffer count of 21.
- Post-route clock skew: 0.00393 ns
- Core Box Area: 6460 sq um
- Share of cells above drive strength 1: 0.0873
* Vias per cell: 4.25
* Area fraction of the dominant cell type after synthesis: 0.418
* Top area cells in the synthesized netlist: sky130_fd_sc_hd__dfrtp_1, sky130_fd_sc_hd__a21oi_1, sky130_fd_sc_hd__a22o_1, sky130_fd_sc_hd__nand2_1, sky130_fd_sc_hd__nand2b_1
- Data arrival at the endpoint of the critical path: 1.78 ns
- The OpenROAD report gives the critical path a required time of 2.16 ns.
* Number of placed I/O pins: 22
- XOR/XNOR Area Share: 0.00860
- Per the OpenROAD power report, leakage power amounts to 0.511 nW.
* Async set-or-reset flop fraction in the synthesized netlist: 1.00
* Number of register bits inferred by synthesis: 17
- STA classifies the critical path endpoint as an output pin.
- Maximum number of pins on one net before global-route repair: 18
* Number of buffers between clock root and the deepest sink: 2
- The analysis attributes to net switching a power of 0.370 mW.
* AND/OR/NAND/NOR Cells, Area Fraction: 0.193
- Per the Yosys statistics, synthesis produced 108 cells.
- Total CTS buffers: 3
- Clock-pin slew was measured on the worst setup and hold paths at 0.06 ns.
- F_max: 0.432 GHz
* Via count: 862
- Of the combinational cells, the family taking the most area is AND-OR/OR-AND gates.
- CP Launch Type: flop
- The power report attributes to the combinational group a share of 0.362.
- Per the repair_timing log after CTS, setup buffers inserted total 0.
- Result of the run: completed
* Overall track demand over capacity in global routing: 0.0483
* Adder and majority cell fraction of the synthesized area: 0.0246
- Row cnt: 29
- Critical path cell sequence: o311ai_4 -> inv_4 -> clkdlybuf4s50_1
- For this run, the register share of the synthesized area comes to 0.418.
- In the synthesized netlist, the number of instances is 108.
- The setup path with the least slack is of type reg -> out.
* Multiplexer fraction of the synthesized cell area: 0.0307
- The smallest clock period supported by the final layout is computed as 2.32 ns.
- Count of flip-flops with a built-in enable after synthesis: 0
* Switching share of power: 0.352
- Critical-path cell with the highest stage delay: sky130_fd_sc_hd__o311ai_4
- After synthesis, the chip area reported by Yosys is 1020 sq um.
- TritonCTS built the clock tree.
- Looking at the VDD voltage map, the peak drop is 0.364 mV.
- TritonCTS sink count: 17
* Synthesized area: 1020 sq um
* Number of fill cells: 705
- RePlAce ended its routability-driven mode at a weighted congestion of 0.786.
- The first global-routing pass estimated 4.13 mm of wire.
- Dividing the final minimum period by the clock period gives 0.858.
* Worst hold-check path type: reg -> reg
* Clock power share: 0.180
* Total number of H-tree levels: 1
- In the log, the iteration count for the first detailed-route pass is 4.
- Per the OpenROAD floorplan log, the area of the die is 10400 sq um.
* Cell area after layout: 1330 sq um
* Transition time at the pin with the least slew margin: 0.806 ns
- For the worst-skew pair, the clock arrives at the later sink with an insertion delay of 0.25 ns.
- AO/OA Area Share: 0.249
- Detailed-route iteration 0 reported a violation count of 62.
* Area added between synthesis and finish: 30.5%
* Number of global-route vias before repair: 822
## worst paths after layout
kind,startpoint,to,slack [ns],cells after the start
max in group asynchronous,resetb,prev_en,1.44,1
min in group asynchronous,resetb,cs[3],0.75,1
worst min register to register,quarter_clicked,counter_quarter_inst.prev_start_count,0.38,0
worst max-delay path,counter_quarter_inst.counter[3],count_ended_check,0.38,3
worst max register to register,counter_quarter_inst.counter[3],counter_quarter_inst.counter[3],1.14,5
worst min-delay path,quarter_clicked,counter_quarter_inst.prev_start_count,0.38,0
## cell families (layout without fill, tap and decap cells)
group | after synthesis | count (layout)
xor+xnor | 1 | 1
simple gates | 35 | 35
fa+ha+maj | 2 | 2
buf+inv | 15 | 33
flops | 17 | 17
compound gates | 35 | 35
mux | 3 | 3
## layer usage
layer	up-vias	global-route usage	part of all wire
li1	436	-	-
met1	407	0.0704	0.52
met2	17	0.0696	0.42
met3	2	0.0177	0.064
met4	0	0.00325	0.0033
met5	-	0	0
## per-stage QoR
step                      setup slack (ns)  std cells  total power [mW]   util  hold slack (ns)
after floorplan                       1.21        108             0.689      -            0.244
after global placement               0.638        199             0.864  0.199            0.356
after detailed placement             0.639        199             0.872  0.199            0.360
after CTS                            0.365        203              1.06  0.206            0.378
after global routing                 0.264        203              1.14  0.206            0.406
final                                0.384        203              1.05  0.206            0.378
## Yosys cell counts, drive strengths merged, types with 3 or more instances
| library cell | count |
|---|---|
| dfrtp | 17 |
| a21oi | 9 |
| o21ai | 8 |
| clkbuf | 4 |
| nand2 | 9 |
| nand3 | 6 |
| o31ai | 3 |
| inv | 7 |
| nor3 | 3 |
| buf | 4 |
| a22o | 4 |
| nand2b | 5 |
## flip-flops by register name (all words and copies together), names as in the netlist
signal,cells
prev_en,1
counter_quarter_inst.en_counter,1
restep,1
quarter_clicked,1
cs,4
counter_quarter_inst.prev_start_count,1
quarter_on,1
counter_quarter_inst.counter,7
## power groups by stage
stage / registers [mW] / logic [mW] / clock network, mW
final: 0.481 / 0.380 / 0.189
after global routing: 0.504 / 0.433 / 0.207
after CTS: 0.479 / 0.390 / 0.194
## layout make-up
cell class	instances	area, sq um	area share
clock buffer	4	45.0	0.0339
tap	77	96.3	0.0725
sequential	17	425	0.320
timing repair buffer	22	218	0.164
inverter	7	28.8	0.0217
multi-input combinational	76	515	0.388
## worst max-delay path, delay by kind of cell, from the launching register on
| family | cells | cell delay, ns |
|---|---|---|
| buffers and inverters | 2 | 0.55 |
| AND-OR/OR-AND | 1 | 0.49 |
| flip-flops | 1 | 0.48 |
## cells in the final DEF, fill, tap and decap left out, types with 2 or more instances in the layout
| cell | instances |
|---|---|
| sky130_fd_sc_hd__nand2b_1 | 5 |
| sky130_fd_sc_hd__dfrtp_1 | 17 |
| sky130_fd_sc_hd__nor3_1 | 3 |
| sky130_fd_sc_hd__nor4_1 | 2 |
| sky130_fd_sc_hd__nor2_1 | 2 |
| sky130_fd_sc_hd__mux2i_1 | 2 |
| sky130_fd_sc_hd__o31ai_1 | 3 |
| sky130_fd_sc_hd__o21ai_1 | 3 |
| sky130_fd_sc_hd__nor2b_1 | 2 |
| sky130_fd_sc_hd__clkbuf_8 | 3 |
| sky130_fd_sc_hd__nand2_1 | 9 |
| sky130_fd_sc_hd__a22o_1 | 4 |
| sky130_fd_sc_hd__inv_1 | 6 |
| sky130_fd_sc_hd__o21ai_0 | 4 |
| sky130_fd_sc_hd__a21oi_1 | 9 |
| sky130_fd_sc_hd__ha_1 | 2 |
| sky130_fd_sc_hd__nand3_1 | 5 |
| sky130_fd_sc_hd__clkdlybuf4s50_1 | 21 |
No activity file was given, so power comes from the tool's default toggle rates.
